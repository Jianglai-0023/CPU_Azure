==> design/flow/config.mk <==
export PLATFORM = sky130hd
export DESIGN_NAME = ICache
export DESIGN_NICKNAME = ICache
export VERILOG_FILES = /design/flow/design.v
export SDC_FILE = /design/flow/constraint.sdc
export NUM_CORES = 4
export LEC_CHECK = 1
export CORE_UTILIZATION = 50
export SYNTH_MEMORY_MAX_BITS = 65536
==> design/flow/constraint.sdc <==
current_design ICache

set clk_period 652.7
set clk_io_pct 0.2

create_clock -name clk0 -period $clk_period [get_ports {clk}]

set non_clock_inputs [all_inputs -no_clocks]
set_input_delay [expr $clk_period * $clk_io_pct] -clock clk0 $non_clock_inputs
set_output_delay [expr $clk_period * $clk_io_pct] -clock clk0 [all_outputs]
==> design/flow/design.v <==
module ICache(
    input wire clk,rst,rdy,
    output reg [31 : 0] ins_ori,
    output reg          ins_flag, 
    input wire  [31 : 0] pc,
    input wire           pc_flag,
    output wire [31 : 0] pc_mem,
    output reg          pc_flag_mem,
    input wire  [31 : 0] ins_mem,
    input wire           ins_mem_flag
);
reg [512-1: 0]      valid;
reg [17:11]           tag   [512-1:0];
reg [31 : 0]          cache [512-1:0];
integer i;
wire is_hit = valid[pc[10: 2]] && tag[pc[10: 2]] == pc[17:11];
assign pc_mem = pc;
always @(*) begin
    if(rst)begin
    end
    else if(!rdy)begin
    end
    else begin
    end
end
always @(posedge clk) begin
   if(rst)begin
    valid <= 512'b0;  
    pc_flag_mem <= 0;
    ins_flag <= 1'b0;
   end 
   else if(!rdy)begin
    ins_flag <= 1'b0;
   end
    else begin
            if(pc_flag)begin
                if(is_hit)begin
                    ins_flag <= 1'b1;
                    ins_ori <= cache[pc[10: 2]];
                    pc_flag_mem <= 0;
                end
                else if(ins_mem_flag)begin
                    pc_flag_mem<=1'b0;
                    cache[pc[10: 2]] <= ins_mem;
                    valid[pc[10: 2]] <= 1'b1;
                    tag[pc[10: 2]]   <= pc[17:11];
                    ins_flag <= 1'b1;
                    ins_ori <= ins_mem;
                end
                else begin
                    ins_flag <= 1'b0;
                    pc_flag_mem <=  1'b1;  
                end
            end
            else begin
                ins_flag <= 1'b0;
                pc_flag_mem<= 1'b0;
            end
        end
    end
endmodule
==> design/flow/run.sh <==
#!/bin/bash
# OpenROAD 26Q1-2900-gdf79404cd8, Yosys 0.63+post, stock flow scripts
make -C /OpenROAD-flow-scripts/flow DESIGN_CONFIG=/design/flow/config.mk WORK_HOME=/design/flow/orfs finish
==> impl_metrics.py <==
# Generated from Yosys and OpenROAD reports
metrics = {
    "outcome": {
        "outcome": "complete, but fails checks",
        "violations_in_the_final_reports": "max-capacitance violations, max-slew violations",
    },
    "yosys": {
        "avgSynthCellArea_um2": 23.6,
        "synth-seq-area-share_pct": 78.0,
        "synth.ff_latch_count": 20500,
        "yosysUniqueCellTypes": 76,
        "synth-edff-count": 20000,
        "synth_cells": 33200,
        "synth-async-reset-ratio_pct": 0,
        "yosys_most_used_dff": "edfxtp_1",
        "synthesis.yosys.warnings": 1,
        "yosys-stat-cells": 33200,
        "mappedNetlistArea_um2": 783000,
        "ys_chip_area_um2": 783000,
    },
    "power_and_ir_drop": {
        "p_leak_nw": 276,
        "p_clk_share_pct": 42.3,
        "switching_share_pct": 21.7,
        "share_comb_of_total_power_pct": 5.5,
        "power_per_cell_area_nw_per_um2": 3.11,
        "p_int_mw": 2.17,
        "p_sw_mw": 0.601,
        "seq_power_share_pct": 52.1,
        "fin_total_pwr_mw": 2.77,
        "worst_ir_drop_vdd_v": 0.00000230,
    },
    "cells_and_area": {
        "synthToLayoutAreaGrowth_pct": 14.0,
        "layout.cell_area.non_filler_um2": 892000,
        "final_layout_size_suffix_gt1_share_pct": 31.7,
    },
    "global_routing": {
        "grt_max_degree": 129,
        "grt_pass1_wl_um": 3390000,
        "grt_antenna_before_repair": 295,
        "global_route_usage_sum_pct": 36.5,
        "global_route_congestion_overflow_total": 0,
        "grt_pass1_vias": 413000,
    },
    "clock_network": {
        "clockBufferDepth": 6,
        "htreeDepth": 8,
        "cts-root-buf": "clkbuf_16",
        "cts-hold-fix-buffers": 0,
        "tritoncts_clock_tree": "done",
        "worst_setup_hold_path_clk_slew_ns": 0.06,
        "insertion_delay_ns": 1.40,
        "cts_repair_resize_count": 0,
        "cts-buffers-inserted": 2182,
        "sink_count": 20500,
        "post_cts.repair.setup_buffers": 0,
    },
    "route": {
        "detailed_router_iteration_count_before_antenna_repair": 9,
        "routed_vias": 378000,
        "drt.antenna.violating_nets": 0,
        "wl_um": 2500000,
        "post_drt_wl_per_cell_um": 42.5,
        "drc_errors": 0,
        "first_iter_violations": 29300,
        "routed_via_density": 6.42,
    },
    "floorplan": {
        "fp-utilization_pct": 50.1,
        "die_h_um": 1250,
        "row_count": 459,
        "io_pins": 135,
        "die_x_um": 1250,
        "floorplan.die_area_um2": 1570000,
        "core_region_area_um2": 1560000,
    },
    "job": {
        "max_cap_violations": 5,
        "openroad_warnings": 66,
    },
    "setup_path": {
        "reg2reg_to": "cache[392][15]$_DFFE_PP_",
        "setup.worst_path.class": "primary input to output port",
        "path_delay_family": "buffers and inverters",
        "path_cells": "buf_8 > clkdlybuf4s50_1",
        "timing.critical_path.from_type": "primary input",
        "worstPathRequired_ns": 522.16,
        "cpMaxStageDelayCell": "clkdlybuf4s50_1",
        "rrSetupSlack_ns": 643.35,
        "cp.arrival_ns": 131.70,
        "critical_path_buf_inv_count": 2,
        "crit_path_max_fanout": 73,
        "critical_path.max_stage_delay_ns": 0.59,
        "logic_depth_of_the_worst_register_to_register_path": 18,
        "worstReg2RegStart": "tag[383][4]$_DFFE_PP_",
        "critPathCaptureType": "output port",
    },
    "min_path": {
        "hold_path_class": "flip-flop to flip-flop",
        "min_to": "valid[498]$_SDFFE_PP0P_",
        "whs_path_depth": 2,
        "hold_start": "valid[498]$_SDFFE_PP0P_",
    },
    "placement": {
        "io_buffer_count": 102,
        "finalWeightedCongestion": 0.977,
        "dp.final_hpwl_um": 1580000,
        "placement.cell_area_um2": 824000,
    },
    "sta": {
        "max-slew-margin-rel_pct": -27.7,
        "drv_slew": 18,
        "final.setup.tns_ns": 0,
        "skew_ns": 0.131,
        "timing.final.setup_violations": 0,
        "timing.final.crit_period_ns": 262.24,
        "post-route-period-util_pct": 40.2,
        "fmax_mhz": 3.81,
        "rsz0062_at_grt": "no",
        "max_slew.worst_pin.slew_ns": 1.91,
        "report.final.hold_viol_count": 0,
    },
}
-- cells by family after synthesis --
logic type	Yosys count	share of synthesized area, %
xor gates and xnor gates	7	0.00783
and+or+nand+nor	1555	0.856
AOI/OAI and AO/OA	1817	1.58
adders and majority gates	4	0.00639
muxes	6782	18.0
buffers and inverters	2476	1.48
DFF	20500	78.0
-- worst reg2reg max path: stages, from the launching register on --
cell and delay, ns:
edfxtp_1 0.37, mux4_2 0.48, mux2_2 0.29, a221oi_1 0.96, nor3_2 0.09, buf_4 0.26
buf_4 0.17, nor4_1 0.40, nand3_1 0.37, nor4_2 1.10, buf_4 0.31, xor2_1 0.08
nand4_1 0.16, buf_4 0.46, nand3_4 1.09, buf_4 0.66, buf_4 0.32, nor2_4 0.72
buf_4 0.61
-- metrics by stage --
step / std cells / hold WS [ns] / setup WS (ns) / util [%]
finish: 58800 / 0.464 / 390.46 / 57.1
global route: 58700 / 0.484 / 390.43 / 57.1
CTS: 58100 / 0.462 / 390.45 / 57.0
detailed placement: 54400 / 0.453 / 390.45 / 52.8
global placement: 54400 / 0.462 / 390.47 / 52.8
floorplan: 33200 / 0.432 / 391.52 / -
-- synth_stat cells, types with 13 or more instances --
master | n | share of area [%]
edfxtp_1 | 20000 | 77
mux4_2 | 5857 | 17
mux2i_1 | 841 | 1.1
buf_2 | 723 | 0.46
clkbuf_1 | 716 | 0.34
o22ai_1 | 715 | 0.57
nor2_1 | 640 | 0.31
nand2_1 | 533 | 0.26
inv_1 | 525 | 0.25
dfxtp_1 | 514 | 1.3
a22oi_1 | 340 | 0.33
buf_4 | 257 | 0.25
a21oi_1 | 201 | 0.13
buf_1 | 193 | 0.093
o21ai_0 | 125 | 0.080
nand3_1 | 91 | 0.058
mux2_2 | 84 | 0.12
a221oi_1 | 82 | 0.092
nand4_1 | 73 | 0.058
a22o_1 | 67 | 0.075
o221ai_1 | 62 | 0.069
nor3_1 | 61 | 0.039
buf_6 | 59 | 0.085
a211oi_1 | 39 | 0.037
a2111oi_0 | 35 | 0.039
nor4_1 | 35 | 0.028
o211ai_1 | 24 | 0.023
a31oi_1 | 23 | 0.018
o32ai_1 | 20 | 0.022
and2_1 | 19 | 0.015
o2111ai_1 | 17 | 0.019
nor2b_1 | 16 | 0.013
and3_1 | 13 | 0.010
or3_1 | 13 | 0.010
-- power groups by stage --
stage     sequential [mW]  clock [mW]  combinational, mW
6_report             1.45        1.17              0.154
4_1_cts              1.44        1.19              0.150
5_1_grt              1.44        1.23              0.158
-- final cells by class --
type,count,area [µm²]
multi-input combinational,10200,166000
timing repair buffer,2444,19600
clock inverter,993,8040
sequential,20500,611000
fill,109000,669000
tap,20700,26000
antenna,690,1730
inverter,528,2010
clock buffer,2743,58400
-- placed cells by master (no fill, tap or decap), types with 17 or more instances in the layout --
master           instances
edfxtp_1             20000
mux4_2                5857
buf_4                 2288
clkbuf_16             2256
mux2i_1                831
o22ai_1                713
diode_2                690
nor2_4                 539
inv_1                  522
nand2_1                522
dfxtp_1                514
clkbuf_1               480
clkinv_1               459
a22oi_1                330
clkinv_2               279
a21oi_1                185
bufinv_16              117
o21ai_0                115
nor2_1                  90
mux2_2                  84
a221oi_1                79
nand4_1                 73
nand3_1                 71
a22o_1                  67
inv_6                   64
o221ai_1                62
clkdlybuf4s50_1         53
buf_12                  49
nor3_1                  47
buf_8                   44
clkinvlp_4              35
a211oi_1                28
o211ai_1                24
clkinv_8                24
nor4_1                  21
a31oi_1                 19
nand3_4                 18
o32ai_1                 17
-- state kept, by name, indices dropped and copies added (netlist names) --
name,cells
tag,3584
pc_flag_mem,1
ins_flag,1
ins_ori,32
valid,512
cache,16384
-- per-layer routing --
metal / track usage, % / vias up / part of all wire, %
met3: 36.5 / 5381 / 24
met5: 14.3 / - / 0.95
met1: 38.1 / 191000 / 25
met4: 17.4 / 397 / 6.4
met2: 46.7 / 32800 / 44
li1: - / 149000 / -
-- how the worst max path moves through the flow --
| stage | from | to | slack, ns | cells after the start |
|---|---|---|---|---|
| global route | pc[14] | pc_mem[14] | 390.43 | 2 |
| finish | pc[14] | pc_mem[14] | 390.46 | 2 |
| CTS | pc[14] | pc_mem[14] | 390.45 | 2 |
Power figures rest on the tool's default switching activity, not on a simulated workload.
