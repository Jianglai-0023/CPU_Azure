<file path="design.v">
module LSB(
    input wire          clk,rst,rdy,
    input wire          op_flag,
    input wire [5 : 0]  opcode,
    input wire [31 : 0] imm,
    input wire [4 : 0]  rd,
    input wire [31 : 0] rs1_val_, rs2_val_,
    input wire          is_val1,is_val2,
    input wire [6 : 0]  ophead,
    input wire [3: 0]  input_reorder,
    output wire          flag,    
    output reg [31 : 0] addr,    
    input wire [31 : 0] val_in,
    input wire          mem_ok,
    output reg [31 : 0] val_out,
    output reg [5 : 0]  lsb_op,
    output reg [3: 0] rob_reorder,
    output reg [31 : 0]lsb_val,
    output reg         lsb_flag,
    output wire        isfull,
    output reg [5 : 0] lsb_rob_op,
    input wire [3: 0] alu_reorder,
    input wire [31 : 0] alu_val,
    input wire          alu_flag,
    input wire [5 : 0]  alu_op
);
    reg full;
    reg [5: 0]     ins                 [15: 0];      
    reg [15: 0]     is_commit                  ;      
    reg [31: 0]     imm_val             [15: 0];    
    reg [31: 0]     rs1_val             [15: 0]; 
    reg [31: 0]     rs2_val             [15: 0]; 
    reg [15: 0]     rs1_ready,rs2_ready        ;
    reg [3: 0]     ROB_idx             [15: 0];       
    reg [3: 0]     front,rear;                       
    integer i;
    reg tomem_flag;
assign isfull = full;
assign flag = !mem_ok & tomem_flag;
always @(*) begin
    if(rst)begin
       full = 0;
    end
    else if(!rdy)begin
        full = 0;
    end
    else begin
        if(is_commit==16'b0)begin
            full = 1;
        end
        else full = 0;
    end
end
always @(posedge clk) begin 
    if(rst)begin
        for(i = 0; i < 16; i=i+1)begin
            ROB_idx[i] <= 4'b0;
            imm_val[i] = 32'b0;
             ins[i] =6'b0;
            rs1_val[i] = 32'b0;
            rs2_val[i] = 32'b0;
        end
        tomem_flag <= 0;
        is_commit <= 16'b1111111111111111;
        rs1_ready <= 16'b0;
        rs2_ready <= 16'b0;
        front <= 4'b0;
        rear <= 4'b0;
        lsb_flag <= 1'b0;
    end
    else if(!rdy)begin
    end
    else if(!full&&op_flag)begin 
        case(ophead)
            7'd103:begin
                ins[rear] <= opcode;
                imm_val[rear] <= imm;
                rs1_val[rear] <= rs1_val_;
                rs2_val[rear] <= rs2_val_;
                rs1_ready[rear] <= is_val1;
                rs2_ready[rear] <= is_val2; 
            end
            7'd99:begin
                ins[rear] <= opcode;
                imm_val[rear] <= imm;
                rs1_val[rear] <= rs1_val_;
                rs2_val[rear] <= rs2_val_;
                rs1_ready[rear] <= 1;
                rs2_ready[rear] <= 1;
                rear <= -(~rear);
                is_commit[rear] <= 1'b0;
            end
            7'd3:begin
                ins[rear] <= opcode;
                rs1_val[rear] <= rs1_val_;
                rs2_val[rear] <= rs2_val_;
                rs1_ready[rear] <= is_val1;
                rs2_ready[rear] <= is_val2;
                rear <= -(~rear); 
                is_commit[rear] <= 1'b0;
                ROB_idx[rear] <= input_reorder;
            end
            7'd35:begin
                ins[rear] <= opcode;
                imm_val[rear] <= imm;
                rs1_val[rear] <= rs1_val_;
                rs2_val[rear] <= rs2_val_;
                rs1_ready[rear] <= is_val1;
                rs2_ready[rear] <= is_val2;
                rear <= -(~rear);
                is_commit[rear] <= 1'b0;
            end
            default:;
        endcase
    end
    if(front != rear || (front == rear && is_commit[front] == 1'b0))begin 
        if(rs1_ready[front]&&rs2_ready[front])begin
            if(ins[front]==6'd49 || ins[front]==6'd32||ins[front]==6'd33||ins[front]==6'd34||ins[front]==6'd35||ins[front]==6'd36||ins[front]==6'd37)begin
                is_commit[front] <= 1'b1;
                front <= -(~front);
                lsb_flag<=1'b0;
            end
            else begin
                lsb_op <= ins[front];
                lsb_rob_op<=ins[front];
                case(ins[front]) 
                    6'd0:begin
                        if(mem_ok)begin
                            tomem_flag <= 1'b0;
                            lsb_flag <= 1'b1;
                            rob_reorder <= ROB_idx[front];
                            lsb_val <={{24{val_in[7]}}, val_in[7:0]};
                            is_commit[front] <= 1'b1;
                            front <= -(~front);
                        end
                        else begin
                            lsb_flag <= 1'b0;
                            addr <= rs1_val[front] + rs2_val[front];
                            tomem_flag <= 1'b1; 
                        end
                    end
                    6'd1:begin
                        if(mem_ok)begin
                           tomem_flag <= 1'b0;
                            lsb_flag <= 1'b1;
                            rob_reorder <= ROB_idx[front];
                            lsb_val <= {{16{val_in[15]}},val_in[15:0]};
                            is_commit[front] <= 1'b1;
                            front <= -(~front); 
                        end
                        else begin
                            lsb_flag <= 1'b0;
                            addr <= rs1_val[front] + rs2_val[front];
                            tomem_flag <= 1'b1; 
                        end
                    end
                    6'd2:begin
                        if(mem_ok)begin
                            tomem_flag <= 1'b0;
                            lsb_flag <= 1'b1;
                            rob_reorder <= ROB_idx[front];
                            lsb_val <= val_in;
                            is_commit[front] <= 1'b1;
                            front <= -(~front); 
                        end
                        else begin
                            lsb_flag <= 1'b0;
                            addr <= rs1_val[front] + rs2_val[front];
                            tomem_flag <= 1'b1; 
                        end 
                    end
                    6'd3:begin
                        if(mem_ok)begin
                           tomem_flag <= 1'b0;
                            lsb_flag <= 1'b1;
                            rob_reorder <= ROB_idx[front];
                            lsb_val <= {24'b0,val_in[7:0]};
                            is_commit[front] <= 1'b1;
                            front <= -(~front); 
                        end
                        else begin
                            lsb_flag <= 1'b0;
                            addr <= rs1_val[front] + rs2_val[front];
                            tomem_flag <= 1'b1; 
                        end  
                    end
                    6'd4:begin
                        if(mem_ok)begin
                           tomem_flag <= 1'b0;
                            lsb_flag <= 1'b1;
                            rob_reorder <= ROB_idx[front];
                            lsb_val <= {16'b0,val_in[15:0]};
                            is_commit[front] <= 1'b1;
                            front <= -(~front); 
                        end
                        else begin
                            lsb_flag <= 1'b0;
                            addr <= rs1_val[front] + rs2_val[front];
                            tomem_flag <= 1'b1; 
                        end   
                    end
                    6'd5:begin
                        lsb_flag <= 1'b0;
                        if(mem_ok)begin
                            tomem_flag <= 1'b0;
                            is_commit[front] <= 1'b1;
                            front <= -(~front); 
                        end
                        else begin
                            addr <= rs1_val[front] + imm_val[front];
                            val_out <= {24'b0,rs2_val[front][7:0]};
                            tomem_flag <= 1'b1;
                        end   
                    end
                    6'd7:begin
                        lsb_flag <= 1'b0;
                        if(mem_ok)begin
                            tomem_flag <= 1'b0;
                            is_commit[front] <= 1'b1;
                            front <= -(~front); 
                        end
                        else begin
                            addr <= rs1_val[front] + imm_val[front];
                            val_out <= rs2_val[front];
                            tomem_flag <= 1'b1;
                        end   
                    end
                    6'd6:begin
                        lsb_flag <= 1'b0;
                        if(mem_ok)begin
                            tomem_flag <= 1'b0;
                            is_commit[front] <= 1'b1;
                            front <= -(~front); 
                        end
                        else begin
                            addr <= rs1_val[front] + imm_val[front];
                            val_out <= {16'b0,rs2_val[front][15:0]};
                            tomem_flag <= 1'b1;
                        end   
                    end
                    default begin
                        tomem_flag <= 1'b0;
                        lsb_flag <= 1'b0;
                    end
                endcase
            end 
        end
        else begin
        lsb_flag <=1'b0;
        tomem_flag <= 1'b0;
        end   
    end
    if(alu_flag)begin
        for(i = 0; i < 16; i = i + 1)begin
            if(is_commit[i] == 1'b0 && !rs1_ready[i]&&rs1_val[i]=={28'b0,alu_reorder})begin
                rs1_ready[i] <= 1'b1;
                rs1_val[i] <= alu_val;   
            end
            else;
            if(is_commit[i] == 1'b0 && !rs2_ready[i]&&rs2_val[i]=={28'b0,alu_reorder})begin
                rs2_ready[i] <= 1'b1;
                rs2_val[i] <= alu_val;
            end
            else ;
        end
    end
    else;
    if(lsb_flag)begin
        for(i = 0; i < 16; i = i + 1)begin
            if(is_commit[i] == 1'b0 && !rs1_ready[i]&&rs1_val[i]=={28'b0,rob_reorder})begin
                rs1_ready[i] <= 1'b1;
                rs1_val[i] <= lsb_val;   
            end
            if(is_commit[i] == 1'b0 && !rs2_ready[i]&&rs2_val[i]=={28'b0,rob_reorder})begin
                rs2_ready[i] <= 1'b1;
                rs2_val[i] <= lsb_val;
            end
            else ;
        end 
    end
    else;
end
endmodule
</file>
<file path="run.sh">
#!/bin/bash
# OpenROAD 26Q1-2900-gdf79404cd8, Yosys 0.63+post, stock flow scripts
make -C /OpenROAD-flow-scripts/flow DESIGN_CONFIG=/design/flow/config.mk WORK_HOME=/design/flow/orfs finish
</file>
<file path="config.mk">
export PLATFORM = sky130hd
export DESIGN_NAME = LSB
export DESIGN_NICKNAME = LSB
export VERILOG_FILES = /design/flow/design.v
export SDC_FILE = /design/flow/constraint.sdc
export NUM_CORES = 4
export LEC_CHECK = 1
export CORE_UTILIZATION = 30
</file>
<file path="constraint.sdc">
current_design LSB

set clk_period 31.1
set clk_io_pct 0.2

create_clock -name clk0 -period $clk_period [get_ports {clk}]

set non_clock_inputs [all_inputs -no_clocks]
set_input_delay [expr $clk_period * $clk_io_pct] -clock clk0 $non_clock_inputs
set_output_delay [expr $clk_period * $clk_io_pct] -clock clk0 [all_outputs]
</file>
==> insert_results.sql <==
-- physical implementation figures
INSERT INTO impl_metrics (metric_group, metric, value, unit) VALUES
('status', 'status', 'complete, but fails checks', ''),
('status', 'failed_checks', 'max-capacitance violations, max-slew violations', ''),
('timing', 'worst_slack', '15330', 'ps'),
('cts', 'cts_repair_resize_count', '0', ''),
('placed_design', 'dpl.hpwl', '468000', 'um'),
('global_routing', 'grt_start_max_net_pins', '137', ''),
('cts', 'clock_tree.htree_level_count', '4', ''),
('yosys', 'edf_count', '171', ''),
('timing', 'maxSlewHeadroom', '-0.0135', ''),
('global_routing', 'grt_use_met2', '0.514', ''),
('yosys', 'post-synth-top-area-fraction', '0.328', ''),
('placed_design', 'io_buffer_count', '303', ''),
('cts', 'clkLatencyLatePin', '1050', 'ps'),
('worst_hold_path', 'hold_path_startpoint', 'ins[13][1]', ''),
('worst_setup_path', 'critPathLaunchType', 'input port', ''),
('yosys', 'synth.distinct_cells', '95', ''),
('layout', 'area_growth_syn_to_layout', '15.1', '%'),
('global_routing', 'gr-usage-all-layers', '0.395', ''),
('cts', 'ctsLongestPathBuffers', '4', ''),
('yosys', 'yosysWarnings', '5', ''),
('yosys', 'yosys.stat.chipArea', '0.103', 'mm^2'),
('worst_hold_path', 'whs_endpoint', 'ins[13][1]', ''),
('cts', 'cts-hold-fix-buffers', '0', ''),
('worst_setup_path', 'rr_worst_depth', '24', ''),
('timing', 'fmax', '63.4', 'MHz'),
('worst_setup_path', 'ff2ff_setup_slack', '20600', 'ps'),
('layout', 'final_layout_size_suffix_gt1_frac', '0.0852', ''),
('timing', 'hold_violations', '0', ''),
('global_routing', 'grt_antenna_before_repair', '95', ''),
('placed_design', 'place.gp.congestion', '1.13', ''),
('global_routing', 'grt_pass1_vias', '105041', ''),
('floorplan', 'fp.coreArea', '0.341', 'mm^2'),
('timing', 'grt_setup_unrepaired', 'false', ''),
('cts', 'cts_inserted_buffers', '219', ''),
('timing', 'final-max-slew-violation-count', '4', ''),
('floorplan', 'placementRows', '214', ''),
('yosys', 'numSynthFlops', '1860', ''),
('worst_setup_path', 'critPathKind', 'in2reg', ''),
('worst_setup_path', 'timing.rr.start', 'rear[0]', ''),
('global_routing', 'gr_layer_usage_met3', '0.238', ''),
('worst_setup_path', 'crit_arrival', '16490', 'ps'),
('yosys', 'syn_area_per_cell', '7.15', 'um^2'),
('layout', 'final_cell_area', '0.119', 'mm^2'),
('yosys', 'ys_top_cells_by_area', 'dfxtp_1, a21oi_1, nand2_1', ''),
('floorplan', 'num_io_pins', '315', ''),
('placed_design', 'placement.setup.worst_slack', '15250', 'ps'),
('yosys', 'synthFlopType', 'dfxtp_1', ''),
('worst_setup_path', 'timing.critical_path.to_type', 'flip-flop', ''),
('timing', 'totalNegativeSetupSlack', '0', 'ps'),
('pwr', 'post-layout-total-power', '0.00543', 'W'),
('route', 'route.antenna.remaining_nets', '0', ''),
('job', 'tool_warnings', '64', ''),
('timing', 'post-route-min-period', '15770', 'ps'),
('placed_design', 'postPlaceCellArea', '0.111', 'mm^2'),
('worst_setup_path', 'worst-endpoint-required', '31810', 'ps'),
('worst_setup_path', 'timing.critical_path.mode_cell', 'buf_4', ''),
('timing', 'setup_violations', '0', ''),
('cts', 'clk_pin_slew', '60', 'ps'),
('global_routing', 'grt_util_met1', '0.466', ''),
('global_routing', 'grt.busiest_layer', 'met2', ''),
('timing', 'post-route-period-util', '0.507', ''),
('pwr', 'vdd_ir_drop_max', '57.8', 'uV'),
('cts', 'ctsRootBufferMaster', 'clkbuf_16', ''),
('yosys', 'synth_top_cell_by_area', 'dfxtp_1', ''),
('yosys', 'synth.cells.most_frequent', 'nand2_1, a21oi_1, dfxtp_1, nor2_1, clkbuf_1', ''),
('route', 'post_drt_wl_per_cell', '36.5', 'um'),
('yosys', 'ys_seq_share', '0.378', ''),
('job', 'maxCapViolations', '1', ''),
('worst_setup_path', 'crit-reg2reg-capture', 'addr[31]', ''),
('worst_setup_path', 'critPathMaxStageDelay', '1180', 'ps'),
('floorplan', 'die_height', '588', 'um');
[sequential cells by signal (all words and copies together) (netlist names)]
name         flops
imm_val        512
rs1_val        512
rs2_val        512
ins             96
ROB_idx         64
addr            32
lsb_val         32
val_out         32
is_commit       16
rs1_ready       16
rs2_ready       16
lsb_op           6
front            4
rear             4
rob_reorder      4
lsb_flag         1
tomem_flag       1
[layout make-up]
cell class	count	area [um^2]
timing repair buffer	959	8030
clock inverter	73	847
fill	35345	222000
inverter	60	225
antenna	72	180
tap	4536	5680
sequential	1860	39000
multi-input combinational	10950	58300
clock buffer	330	6460
[through the flow]
stage	std cells	utilization
after floorplan	14421	-
after global placement	18364	0.326
after detailed placement	18364	0.326
after CTS	18767	0.348
after global routing	18784	0.348
final	18840	0.348
[cells by family (layout without fill, tap and decap cells)]
group	after synthesis	after routing	synth area share
simple gates	5678	5678	0.231
mux	501	501	0.0524
compound gates	4425	4425	0.245
fa+ha+maj	44	44	0.00541
xor+xnor	302	302	0.0257
buf+inv	1611	1422	0.0623
flops	1860	1860	0.378
other cells	0	72	0
[how the worst max path moves through the flow]
stage         from        to  slack (ps)  depth (start not counted)
global route   rst  addr[31]       15350                         24
finish         rst  addr[31]       15330                         24
CTS            rst    isfull       15980                          7
[report_power, final]
| group | leakage (nW) | switching (W) | internal (W) | total, W |
|---|---|---|---|---|
| Clock | 3.59 | 0.00119 | 0.00155 | 0.00274 |
| Combinational | 22.0 | 0.000214 | 0.0000536 | 0.000268 |
| Sequential | 15.2 | 0.00000126 | 0.00242 | 0.00242 |
| Total | 40.8 | 0.00141 | 0.00402 | 0.00543 |
[metal layers]
metal,up-vias,routed length (um)
li1,49464,-
met1,55745,237000
met2,10060,264000
met3,2889,116000
met4,90,69100
met5,-,1010
[layout by cell type, fill, tap and decap left out, types with 223 or more instances in the layout]
cell type / synthesis / routed
a21oi_1: 3026 / 3026
a22oi_1: 498 / 498
buf_4: 27 / 649
clkbuf_16: 0 / 223
clkdlybuf4s50_1: 0 / 295
dfxtp_1: 1689 / 1686
mux2i_1: 431 / 431
nand2_1: 3327 / 3326
nor2_1: 1331 / 1310
o21ai_0: 226 / 226
[critical path: cells and delay by family]
| family | cells | cell delay (ps) |
|---|---|---|
| AOI/OAI and AO/OA | 13 | 4210 |
| xor gates and xnor gates | 1 | 90 |
| adders and majority gates | 1 | 540 |
| buffers and inverters | 7 | 4310 |
| muxes | 1 | 550 |
| and+or+nand+nor | 1 | 350 |
No activity file was given, so power comes from the tool's default toggle rates.
