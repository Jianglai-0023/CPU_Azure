===== design/flow/run.sh =====
#!/bin/bash
# OpenROAD 26Q1-2900-gdf79404cd8, Yosys 0.63+post, stock flow scripts
make -C /OpenROAD-flow-scripts/flow DESIGN_CONFIG=/design/flow/config.mk WORK_HOME=/design/flow/orfs finish

===== design/flow/config.mk =====
export PLATFORM = sky130hd
export DESIGN_NAME = ROB
export DESIGN_NICKNAME = ROB
export VERILOG_FILES = /design/flow/design.v
export SDC_FILE = /design/flow/constraint.sdc
export NUM_CORES = 4
export LEC_CHECK = 1
export CORE_UTILIZATION = 30

===== design/flow/constraint.sdc =====
current_design ROB

set clk_period 25.1
set clk_io_pct 0.2

create_clock -name clk0 -period $clk_period [get_ports {clk}]

set non_clock_inputs [all_inputs -no_clocks]
set_input_delay [expr $clk_period * $clk_io_pct] -clock clk0 $non_clock_inputs
set_output_delay [expr $clk_period * $clk_io_pct] -clock clk0 [all_outputs]

===== design/flow/design.v =====
module ROB(
  input wire            clk,rst,rdy,
  input wire  [4 : 0]   rd_idx,   
  input wire  [31 :0]   rd_val,
  input                 flag,
  output wire           full,
  input wire [31 : 0]   de_imm,
  input wire [5 :  0]   de_opcode,
  input wire [6 :  0]   de_ophead,
  input wire [4 : 0]    de_rs1,de_rs2,
  input wire            op_flag,
  output reg [31 : 0]   rd_val_update,    
  output reg [4 : 0]    rd_idxin_update,    
  output reg [4 : 0]    rd_idxout_update,    
  output reg [3: 0]    reorder_front,reorder_rear,       
  output reg            rd_out_fg,rd_in_fg,
  output reg            op_is_jp,       
  output reg [31 : 0]   pc_target,      
  output reg            pc_isjalr,
  output wire          op_is_come,
  output wire [5 : 0]  opcode,
  output wire [6 : 0]  ophead,
  output wire [31 : 0] imm,
  output reg [4 : 0]  rd,
  output reg [31 : 0] rs1_val_, rs2_val_,
  output reg          is_val1,is_val2,   
  output wire [4 : 0 ]     rs1_addr,rs2_addr,
  input  wire              rs1_ready,rs2_ready,
  input  wire [31 : 0]     rs1_val,rs2_val,
  input wire [3: 0]    rob_reorder,
  input wire [31: 0]    alu_val,
  input wire            alu_flag,
  input wire [5 : 0]    alu_opcode,
  input wire [3: 0]    lsb_reorder,
  input wire lsb_flag,
  input wire [5 : 0] lsb_op,
  input wire [31 : 0] lsb_val
);
  reg [31: 0]     val         [15: 0];       
  reg [15: 0]     is_commited        ;
  reg             is_full;                   
  reg [15: 0]     is_ready;                  
  reg [4: 0]     rd_addr     [15: 0];       
  reg [31 :0]     pc_num      [15: 0];       
  reg             is_pc       [15: 0];  
  reg [5 : 0]     op          [15: 0];
  integer i;
  reg [3: 0]     front;
  reg [3: 0]     rear; 
  reg [15: 0]     is_store;
  assign op_is_come = flag;
  assign full = is_full;
  assign rs1_addr = de_rs1;
  assign rs2_addr = de_rs2;
  assign imm = de_imm;
  assign opcode = de_opcode;
  assign ophead = de_ophead;
always @(*) begin
    if(rst)begin
      reorder_rear = rear; 
      rd_in_fg = 1'b0;
      rs1_val_ = 32'b0;
          rs2_val_ = 32'b0;
          is_val1 = 0;
          is_val2 = 0;
          rd_idxin_update = 5'b0;
    end
    else if(!rdy)begin
      reorder_rear = rear;
      rd_in_fg = 1'b0;
      rs1_val_ = 32'b0;
      rs2_val_ = 32'b0;
      is_val1 = 0;
      is_val2 = 0; 
      rd_idxin_update = 5'b0;
    end
    else begin
      reorder_rear = rear;
      case(de_ophead)
        7'd55:begin
          is_val1 = 1;
          is_val2 = 1;
          rs1_val_ = 32'b0;
          rs2_val_ = 32'b0;
        end
        7'd23:begin
          is_val1 = 1;
          is_val2 = 1; 
          rs1_val_ = 32'b0;
          rs2_val_ = 32'b0;
        end
        7'd111:begin
          is_val1 = 1;
          is_val2 = 1;
          rs1_val_ = 32'b0;
          rs2_val_ = 32'b0;
        end
        7'd103:begin
         is_val1 = rs1_ready ? rs1_ready : (is_ready[rs1_val] ? is_ready[rs1_val] : ((alu_flag && {28'b0,rob_reorder}==rs1_val) ? 1 : lsb_flag && {28'b0,lsb_reorder}==rs1_val));
         is_val2 = 1; 
         rs1_val_ =is_val1 ? (rs1_ready ? rs1_val:(is_ready[rs1_val] ? val[rs1_val] : ((alu_flag&&{28'b0,rob_reorder}==rs1_val)? alu_val : lsb_val))) : rs1_val; 
         rs2_val_ = de_imm;
        end
        7'd99:begin
         is_val1 = rs1_ready ? rs1_ready : (is_ready[rs1_val] ? is_ready[rs1_val] : ((alu_flag && {28'b0,rob_reorder}==rs1_val) ? 1 : lsb_flag && {28'b0,lsb_reorder}==rs1_val));
         is_val2 = rs2_ready ? rs2_ready : (is_ready[rs2_val] ? is_ready[rs2_val] : ((alu_flag && {28'b0,rob_reorder}==rs2_val) ? 1 : lsb_flag && {28'b0,lsb_reorder}==rs2_val));
         rs1_val_ =is_val1 ? (rs1_ready ? rs1_val:(is_ready[rs1_val] ? val[rs1_val] : ((alu_flag&&{28'b0,rob_reorder}==rs1_val)? alu_val : lsb_val))) : rs1_val; 
         rs2_val_ =is_val2 ? (rs2_ready ? rs2_val:(is_ready[rs2_val] ? val[rs2_val] : ((alu_flag&&{28'b0,rob_reorder}==rs2_val)? alu_val : lsb_val))) : rs2_val;        
         end
        7'd3:begin
         is_val1 = rs1_ready ? rs1_ready : (is_ready[rs1_val] ? is_ready[rs1_val] : ((alu_flag && {28'b0,rob_reorder}==rs1_val) ? 1 : lsb_flag && {28'b0,lsb_reorder}==rs1_val));
          is_val2 =1;
          rs1_val_ =is_val1 ? (rs1_ready ? rs1_val:(is_ready[rs1_val] ? val[rs1_val] : ((alu_flag&&{28'b0,rob_reorder}==rs1_val)? alu_val : lsb_val))) : rs1_val; 
          rs2_val_ = de_imm;  
        end
        7'd35:begin
         is_val1 = rs1_ready ? rs1_ready : (is_ready[rs1_val] ? is_ready[rs1_val] : ((alu_flag && {28'b0,rob_reorder}==rs1_val) ? 1 : lsb_flag && {28'b0,lsb_reorder}==rs1_val));
         is_val2 = rs2_ready ? rs2_ready : (is_ready[rs2_val] ? is_ready[rs2_val] : ((alu_flag && {28'b0,rob_reorder}==rs2_val) ? 1 : lsb_flag && {28'b0,lsb_reorder}==rs2_val));
         rs1_val_ =is_val1 ? (rs1_ready ? rs1_val:(is_ready[rs1_val] ? val[rs1_val] : ((alu_flag&&{28'b0,rob_reorder}==rs1_val)? alu_val : lsb_val))) : rs1_val; 
         rs2_val_ =is_val2 ? (rs2_ready ? rs2_val:(is_ready[rs2_val] ? val[rs2_val] : ((alu_flag&&{28'b0,rob_reorder}==rs2_val)? alu_val : lsb_val))) : rs2_val;        
        end
        7'd19:begin
         is_val1 = rs1_ready ? rs1_ready : (is_ready[rs1_val] ? is_ready[rs1_val] : ((alu_flag && {28'b0,rob_reorder}==rs1_val) ? 1 : lsb_flag && {28'b0,lsb_reorder}==rs1_val));
          is_val2 = 1; 
          rs1_val_ =is_val1 ? (rs1_ready ? rs1_val:(is_ready[rs1_val] ? val[rs1_val] : ((alu_flag&&{28'b0,rob_reorder}==rs1_val)? alu_val : lsb_val))) : rs1_val; 
          rs2_val_ = de_imm;
        end
        7'd51:begin
         is_val1 = rs1_ready ? rs1_ready : (is_ready[rs1_val] ? is_ready[rs1_val] : ((alu_flag && {28'b0,rob_reorder}==rs1_val) ? 1 : lsb_flag && {28'b0,lsb_reorder}==rs1_val));
         is_val2 = rs2_ready ? rs2_ready : (is_ready[rs2_val] ? is_ready[rs2_val] : ((alu_flag && {28'b0,rob_reorder}==rs2_val) ? 1 : lsb_flag && {28'b0,lsb_reorder}==rs2_val));
         rs1_val_ =is_val1 ? (rs1_ready ? rs1_val:(is_ready[rs1_val] ? val[rs1_val] : ((alu_flag&&{28'b0,rob_reorder}==rs1_val)? alu_val : lsb_val))) : rs1_val; 
         rs2_val_ =is_val2 ? (rs2_ready ? rs2_val:(is_ready[rs2_val] ? val[rs2_val] : ((alu_flag&&{28'b0,rob_reorder}==rs2_val)? alu_val : lsb_val))) : rs2_val;        
        end
        default: begin 
          is_val1 = 0;
          is_val2 = 0;
          rs1_val_ = 32'b0;
          rs2_val_ = 32'b0;
        end
      endcase
      if(!is_full)begin
        if(flag)begin
          if(ophead==7'd35 || ophead == 7'd99)begin
            rd_in_fg = 1'b0;
            rd_idxin_update = 5'b0;
          end
          else begin
            rd_in_fg = 1'b1;
            rd_idxin_update = rd_idx; 
          end
        end
        else begin
          rd_in_fg = 1'b0;
          rd_idxin_update = 5'b0;
        end
      end
      else begin
        rd_in_fg = 1'b0;
        rd_idxin_update = 5'b0;
      end
    end
end
always @(posedge clk) begin 
  if(rst)begin
     for(i = 0; i < 16; i=i+1)begin
      val[i] = 32'b0;
      op[i] = 6'b0;
      rd_addr[i] = 5'b0;
      pc_num[i] = 32'b0;
      is_pc[i] = 0;
    end
    rd_out_fg <= 1'b0;
    is_full <= 0;
    is_ready <= 16'b0;
     is_commited <= 16'b1111111111111111;
     rear <= 4'b0;
    front <= 4'b0;
    is_store <= 16'b0;
  end
  else if(!rdy)begin
  end
  else if(!is_full)begin
        if(flag)begin 
            is_commited[rear] <= 1'b0;
            rd_addr[rear] <= rd_idx;
            val[rear] <= rd_val;
            op[rear] <= opcode;
            if(ophead==7'd35)begin
              is_store[rear] <= 1'b1;
            end
            else begin
              is_store[rear] <=1'b0;
            end
            if(ophead==7'd23 || ophead == 7'd111 || ophead == 7'd55 || ophead == 7'd35)begin
              is_ready[rear] <= 1'b1;
            end
            else begin
              is_ready[rear]  <= 1'b0; 
            end
            if(ophead == 7'd99 || ophead == 7'd103)begin
              pc_num[rear] <= de_imm; 
              is_pc[rear]  <= 1;
              rear <= -(~rear);
            end 
            else begin
             rear <= -(~rear); 
             is_pc[rear] <= 0;
            end 
            if(front==-(~rear) && !is_ready[front])is_full <= 1;
            else is_full <= 0;
        end  
        else begin
        end  
  end
  else begin
  end
  if((front != rear || !is_commited[front]) && is_ready[front])begin 
        front <= -(~front);
        is_commited[front] <= 1'b1;
        op_is_jp <= is_pc[front];
        pc_target <= op[front]==6'd49 ? pc_num[front] : (val[front]==1 ? pc_num[front] : 32'd4);
        pc_isjalr <= op[front]==6'd49;
        is_pc[front]<=0;
        if(is_store[front])begin
          rd_out_fg <=1'b0;
        end
        else if(is_pc[front]&&op[front]!=6'd49)begin
          rd_out_fg <= 1'b0;
        end
        else begin
            rd_out_fg <= 1'b1;
            rd_val_update <= val[front];
            rd_idxout_update <= rd_addr[front];
            reorder_front <= front;
        end
        if(is_full)is_full<= 1'b0;
        else ;
  end
  else begin
      rd_out_fg<= 1'b0;
      op_is_jp <= 1'b0;
  end
  if(alu_flag)begin 
        if(alu_opcode==6'd0||alu_opcode==6'd1||alu_opcode==6'd2||alu_opcode==6'd3||alu_opcode==6'd4||alu_opcode == 6'd5 || alu_opcode == 6'd6 || alu_opcode==6'd7)begin
        end
        else begin
          if(alu_opcode==6'd49)begin
            pc_num[rob_reorder] <= alu_val;
          end
          else val[rob_reorder] <= alu_val;
          is_ready[rob_reorder] <= 1'b1;  
        end
  end
  else ;
  if(lsb_flag)begin
      if(lsb_op==6'd0||lsb_op==6'd1||lsb_op==6'd2||lsb_op==6'd3||lsb_op==6'd4)begin
        val[lsb_reorder] <= lsb_val;
        is_ready[lsb_reorder] <= 1;
      end
      else ;
  end
  else;
end
endmodule

==> flow_summary.ini <==
; synthesis and place-and-route metrics
[synthesis]
ys_seq_share_pct = 35.1
edf_count = 78
yosys.stat.chipArea_mm2 = 0.0792
async_flop_share_pct = 0
syn_area_mm2 = 0.0792
yosysUniqueCellTypes = 77
ff_type = dfxtp_1
yosysWarningCount = 11
synth_cells = 10200
synth_flops = 1349
yosys_cells = 10200
avgSynthCellArea_um2 = 7.76

[clock_network]
ctsResizeCount = 0
post_cts_buffers = 0
cts_tree = yes
clockRootBuffer = clkbuf_16
hold_buffers = 0
cts_buffers = 157
clk_pin_slew_ns = 0.06
cts_sinks = 1349
cts.path.max_buffers = 3
htreeDepth = 4
clock_latency_ns = 0.87

[power]
vdd_drop_max_mv = 0.0752
p_leak_uw = 0.0327
power.density_mw_per_mm2 = 56.9

[worst_setup_path]
cp-end-kind = output port
slowest_stage = and4_2
crit_start = rs1_val[19]
cp.depth = 13
critPathTopFamily = simple AND/OR/NAND/NOR gates
cp-start-kind = input port
cpMostUsedCell = buf_4
reg2reg_depth = 14
slowest_delay_ns = 0.99
cp_cell_sequence = clkdlybuf4s50_1, nor4_1, nand3_1, nor2_1, and4_2, a2111oi_1, buf_4, nor2_4, buf_4, buf_4, o211ai_1, a21oi_1, clkdlybuf4s50_1
cp.required_ns = 20.08
crit_buf_inv = 5
rr_startpoint = front[2]
cp_max_fo = 19
worstPathArrival_ns = 11.29
crit_type = in2out

[cells_and_area]
syn_to_final_growth_pct = 17.3
fillCellCount = 27000
drive_gt1_share_pct = 10.2

[timing]
worst_pin_slew_ns = 1.59
max_freq_mhz = 61.3
finalHoldViolations = 0
clock_skew_ns = 0.0551
finalSetupViolCount = 0
slew_headroom_pct = -6.91
finalCritPeriodShare_pct = 65.0
finalCriticalPeriod_ns = 16.31
finalMaxSlewViolations = 2
tns_ns = 0
rsz0062_at_grt = no
setup_slack_ns = 8.79

[floorplanning]
die_w_um = 516
core-area_mm2 = 0.263
ios = 463
fp_util_pct = 30.2
die_area_mm2 = 0.266
num_rows = 188
die_y_um = 516

[routing]
antenna_left = 0
route.detailed.drc = 0
routed_via_density = 6.54
drt-total-wl_mm = 491
vias = 89600
drt_first_pass_iters = 10
wl_per_cell_um = 35.9
drt_iter0_drc = 13000

[place]
post-place-ws_ns = 9.16
gp_congestion = 1.07
dpl.hpwl_mm = 304
io_buffers = 436

[global_route]
grt_pass1_wl_mm = 665
grt_start_max_net_pins = 63
antenna_found_initial = 77
grtUsageTotal_pct = 36.7
grt_overflow = 0
grt_pass1_vias = 81600

[run_status]
status = finished with violations
violations = capacitance limit, slew limit

[job]
cap_violations = 1
log.warning_count = 51

[worst_hold_path]
hold_path_startpoint = op[6][3]
hold_depth = 2
min_path_type = reg2reg
## tightest hold or removal path: stages (launching register included)
cell and delay [ns]:
dfxtp_1 0.31, nand2_1 0.05, a21oi_1 0.05
## area by class of cell
class                   count  area (um^2)  area share [%]
multi-input cells        7560        47400            51.0
flip-flops and latches   1349        27800            29.9
repair buffers            901         7840            8.43
clock buffers             230         4610            4.95
well taps                3515         4400            4.73
clock inverters            56          694           0.747
diodes                     70          175           0.188
inverters                  23         86.3          0.0929
## metrics by stage
stage / utilization [%] / instances / instance area (um^2) / power, uW / hold slack, ns
floorplan: - / 10200 / 79200 / 2550 / 0.429
global placement: 33.3 / 13300 / 87500 / 2870 / 0.441
detailed placement: 33.3 / 13300 / 87500 / 2870 / 0.445
CTS: 35.3 / 13600 / 92800 / 5230 / 0.455
global route: 35.4 / 13700 / 92900 / 5360 / 0.467
finish: 35.4 / 13700 / 93000 / 5290 / 0.455
## state kept, by name, indices dropped and copies added (netlist names), named ones only
| signal | count |
|---|---|
| is_full | 1 |
| reorder_front | 4 |
| op_is_jp | 1 |
| op | 96 |
| front | 4 |
| rd_out_fg | 1 |
| is_ready | 16 |
| pc_target | 32 |
| is_pc | 16 |
| pc_num | 512 |
| rd_idxout_update | 5 |
| rd_val_update | 32 |
| pc_isjalr | 1 |
| rd_addr | 80 |
| is_commited | 16 |
| rear | 4 |
| val | 512 |
## cell usage after synthesis (all sizes together), types with 22 or more instances
cell	n	area, um^2
a211oi	26	195
a21o	38	285
a21oi	1375	6880
a221oi	55	488
a22o	47	412
a22oi	446	3350
and2	26	163
buf	279	1420
clkbuf	1004	3770
dfxtp	1271	25400
edfxtp	78	2340
ha	26	325
inv	22	82.6
mux2	97	1090
mux2i	1064	10700
mux4	25	563
nand2	996	3760
nand3	251	1260
nand4	114	713
nor2	896	3370
nor3	471	2360
nor4	109	682
o211ai	67	503
o21ai	549	2750
o221ai	54	473
o22a	34	298
o22ai	379	2370
o31ai	139	1040
or4	27	203
## cell usage in the layout, fill, tap and decap left out, types with 53 or more instances in the layout
cell type,count
a21oi_1,1375
a221oi_1,54
a22oi_1,446
buf_4,464
clkbuf_16,159
clkdlybuf4s50_1,428
dfxtp_1,1271
diode_2,70
edfxtp_1,78
mux2_2,97
mux2i_1,1064
nand2_1,974
nand3_1,224
nand4_1,114
nor2_1,835
nor2_4,53
nor3_1,452
nor4_1,103
o211ai_1,67
o21ai_0,542
o221ai_1,54
o22ai_1,379
o31ai_1,138
## cells by family (layout without fill, tap and decap cells)
group                    count (synthesis)  count (layout)  synth area share (%)
AND-OR/OR-AND                         3308            3308                  25.1
XOR/XNOR                                37              37                 0.409
adder cells (fa/ha/maj)                 26              26                 0.411
buffers and inverters                 1306            1210                  6.65
flip-flops                            1349            1349                  35.1
multiplexers                          1186            1186                  15.5
other                                    1              75               0.00473
AND/OR/NAND/NOR                       2998            2998                  16.8
## layer usage
layer / wire, um / share of wire (%) / vias up / GRT usage [%]
met3: 87300 / 18 / 2609 / 22.5
met1: 173000 / 35 / 41600 / 44.5
li1: - / - / 37000 / -
met5: 1920 / 0.39 / - / 5.92
met4: 48000 / 9.8 / 68 / 26.7
met2: 182000 / 37 / 8313 / 46.2
## where the power goes
group	switching (uW)	total, uW	internal, uW
clock network	1050	2420	1370
registers	31.1	2230	2200
logic	475	643	168
## final timing paths
check | to | slack (ns)
worst min register to register | op[6][3] | 0.46
worst max register to register | pc_target[20] | 17.09
worst max-delay path | rs1_val_[9] | 8.79
worst min-delay path | op[6][3] | 0.46
Power figures rest on the tool's default switching activity, not on a simulated workload.
